**./constraint.sdc**
```tcl
current_design LED

set clk_period 5.4
set clk_io_pct 0.2

create_clock -name clk0 -period $clk_period [get_ports {CLOCK_50_B5B}]
create_clock -name clk1 -period $clk_period [get_ports {KEY}]

set non_clock_inputs [all_inputs -no_clocks]
set_input_delay [expr $clk_period * $clk_io_pct] -clock clk0 $non_clock_inputs
set_output_delay [expr $clk_period * $clk_io_pct] -clock clk0 [all_outputs]
```
**./design.v**
```verilog
module clk_divider(
	input           clk,
	input           rst_n,
	input   [23:0]  clk_div,
	output          clk_o
);
	reg     [23:0]  cnt;
	reg             clk_o_reg;
	assign clk_o = clk_o_reg;
	always @ (posedge clk or negedge rst_n)
	begin
		if (!rst_n)
		begin
			cnt <= 0;
			clk_o_reg <= 0;
		end
		else
		begin
			cnt <= cnt + 1;
			if (cnt == clk_div)
			begin
				cnt <= 0;
				clk_o_reg <= 1;
			end
			else
				clk_o_reg <= 0;
		end
	end
endmodule
module led_btn_ctrl(
	input          clk,
	input          rst_n,
	input   [3:0]  key_n,
	output  [7:0]  led_g,
	output  [9:0]  led_r
);
	reg     [3:0]  key_n_reg;
	reg     [7:0]  led_g_reg;
	reg     [9:0]  led_r_reg;
	parameter      LEG_R_STATE_UP = 1'b0, LEG_R_STATE_DOWN = 1'b1;
	reg            leg_r_state;
	assign led_g = led_g_reg;
	assign led_r = led_r_reg;
	genvar i;
	generate
		for (i = 0; i < 4; i = i + 1)
		begin: key_handle
			always @ (negedge rst_n or negedge key_n[i])
			begin
				if (!rst_n)
					key_n_reg[i] <= 0;
				else
					key_n_reg[i] <= !key_n_reg[i];
			end
		end
	endgenerate
	integer j;
	always @ (posedge clk or negedge rst_n)
	begin
		if (!rst_n)
			led_g_reg <= 0;
		else
		begin
			for (j = 0; j < 4; j = j + 1)
			begin
				if (key_n_reg[j] == 1)
				begin
					led_g_reg[j * 2] <= !led_g_reg[j * 2];
					led_g_reg[j * 2 + 1] <= led_g_reg[j * 2];
				end
				else
				begin
					led_g_reg[j * 2] <= 0;
					led_g_reg[j * 2 + 1] <= 0;
				end
			end
		end
	end
	always @ (posedge clk or negedge rst_n)
	begin
		if (!rst_n)
		begin
			led_r_reg <= 10'b00_0000_0001;
			leg_r_state <= LEG_R_STATE_UP;
		end
		else
			case (leg_r_state)
			LEG_R_STATE_UP:
				if (led_r_reg == 10'b10_0000_0000)
				begin
					led_r_reg <= 10'b01_0000_0000;
					leg_r_state <= LEG_R_STATE_DOWN;
				end
				else
					led_r_reg <= led_r_reg << 1;
			LEG_R_STATE_DOWN:
				if (led_r_reg == 10'b00_0000_0001)
				begin
					led_r_reg <= 10'b00_0000_0010;
					leg_r_state <= LEG_R_STATE_UP;
				end
				else
					led_r_reg <= led_r_reg >> 1;
			endcase
	end
endmodule
module LED(
	input 		          		CLOCK_125_p,
	input 		          		CLOCK_50_B5B,
	input 		          		CLOCK_50_B6A,
	input 		          		CLOCK_50_B7A,
	input 		          		CLOCK_50_B8A,
	output		     [7:0]		LEDG,
	output		     [9:0]		LEDR,
	input 		          		CPU_RESET_n,
	input 		     [3:0]		KEY
);
	wire clk_5_hz;
	clk_divider clk_divider_0(
		.clk     (CLOCK_50_B5B),    
		.rst_n   (CPU_RESET_n),     
		.clk_div (24'd5_000_000),  
		.clk_o   (clk_5_hz)         
	);
	led_btn_ctrl led_btn_ctrl_0(
		.clk     (clk_5_hz),        
		.rst_n   (CPU_RESET_n),     
		.key_n   (KEY),             
		.led_g   (LEDG),            
		.led_r   (LEDR)             
	);
endmodule
```
**./run.sh**
```bash
#!/bin/bash
# OpenROAD 26Q1-2900-gdf79404cd8, Yosys 0.63+post, stock flow scripts
make -C /OpenROAD-flow-scripts/flow DESIGN_CONFIG=/design/flow/config.mk WORK_HOME=/design/flow/orfs finish
```
**./config.mk**
```make
export PLATFORM = sky130hd
export DESIGN_NAME = LED
export DESIGN_NICKNAME = LED
export VERILOG_FILES = /design/flow/design.v
export SDC_FILE = /design/flow/constraint.sdc
export NUM_CORES = 4
export LEC_CHECK = 1
export CORE_UTILIZATION = 30
```
==> CHANGELOG.md <==
### Changed

* Synth area leader: dfrtp_1
* Fill cell count at 620
* Initial Utilization at 0.314
* CTS resizes at 0
* Top-area cell share at 0.537
* Met3 Wirelength at 145 microns
* ANT nets after route at 0
* IO buf count at 19
* Top cells excl fill/tap: dfrtp_1 (43), clkdlybuf4s50_1 (18), nor2_1 (15)
* Hold Crit Class: flop to flop
* Element type at the critical path start: primary input
* Die width at 83.7 microns
* Cell Chain, Critical Path: buf_2
* Worst vdd ir at 0.0889 mV
* Worst Max-Slew Pin Slew at 0.476 ns
* Final WL at 3160 microns
* Tool warnings at 35
* Outcome: finished clean
* Most frequent logic cell in the layout: dfrtp_1
* Setup Crit Path Kind: primary input to async pin
* CTS Buffer Depth at 2
* Drc violations at 0
* Post-synthesis instance area at 0.00200 sq mm
* Pin count of the biggest net entering global routing at 29
* WL per Instance at 11.7 microns
* Seq/Total Area, Yosys at 0.600
* # setup viols final at 0
* Maximum fanout along the worst path at 21
* CTS tree: yes
* Met2 WL post-DR at 1350 microns
* Vias per cell at 4.69
* Pwr dens at 144 mW/mm^2
* Via count at 1265
* CTS Root Cell: clkbuf_8
* Total gr overflow at 0
* Buffers plus inverters on the worst setup path at 1
* Postcts setup bufs at 0
* Routed length on met1 at 1650 microns
* H-tree levels at 1
* Post-DP HPWL at 2280 microns
* Die area at 0.00701 sq mm
* Pre-antenna DRT Iters at 4
* Leakage power total at 1.04 nW
* GRT Overall Usage at 0.105
* Area delta synth->final at 15.6%
* Distinct lib cells at 35
* CP Data Arrival Time at 1.44 ns
* Share of cells above drive strength 1 at 0.0933
* Overall power at 0.334 mW
* Worst EP required at 2.89 ns
* Synth Area per Inst at 11.6 sq um
* Clk_skew at 0.00116 ns
* Syn. warnings at 2
* Fin. Hold Viols at 0
* Top Layer Used: met4
* Post-Syn Instances at 172
* RSZ-0062 raised after global routing: false
* CP top delay family: buffers and inverters
* Post-layout util at 0.362
* Register pins left without a clock at 19
* Synthesized registers at 48
* Synth top area cells: dfrtp_1 (54%), xor2_1 (5.2%), dfrtn_1 (5.0%)
* Max FFs per register at 24
* Max incr delay on CP at 0.36 ns
* Final TNS setup at 0 ns
* Worst setup EP type: async pin
* First-pass GRT wire length at 6000 microns
* Slowest library cell on the worst path: buf_2
* Endpoints left unconstrained at 37
* # Cells Yosys at 172
* CTS Buf Count at 3
* Antenna fix cells at 0
* Relative slew margins at 0.682
* Core box area at 0.00639 sq mm
* Hold-fix buffers, CTS at 0
* Vias in the first global route at 1312
* Yosys chip area at 0.00200 sq mm
* Max Slew Vio Count at 0
* Worst-path clk slew at 0 ns
* Initial antenna violation count at 0
* First DRT Iteration DRCs at 28
* Placer Congestion at 0.791
* FP Rows at 29
* Max cap viols at 0
* Io pins at 28
* DIE HEIGHT at 83.7 microns
## area by class of cell
class / count / area [sq um] / share of cell area
Clock buffer: 4 / 45.0 / 0.0195
Tap cell: 77 / 96.3 / 0.0416
Inverter: 10 / 37.5 / 0.0162
Timing Repair Buffer: 20 / 193 / 0.0832
Sequential cell: 48 / 1200 / 0.519
Multi-Input combinational cell: 111 / 741 / 0.320
## through the flow
| step | cell area [sq um] | hold slack, ns | std cells | setup slack [ns] |
|---|---|---|---|---|
| detailed placement | 2270 | 0.324 | 266 | 1.40 |
| CTS | 2310 | 0.325 | 270 | 1.41 |
| global placement | 2270 | 0.315 | 266 | 1.40 |
| floorplan | 2000 | 0.305 | 172 | 1.92 |
| global route | 2310 | 0.337 | 270 | 1.36 |
| finish | 2310 | 0.321 | 270 | 1.45 |
## Yosys cell counts
cell      instances
nor4bb_1          1
xor2_1           12
dfrtp_1          43
buf_4             1
mux2_2            6
buf_6             1
nand4_1           5
a31o_2            1
nand2_1          11
or3_1             1
a22o_1            1
and2_1            6
nand3_4           1
nor4_1            6
o31ai_1           1
inv_1            10
and4_1            2
xnor2_1           6
nand3_1           8
nor2_1           15
dfstp_2           1
ha_1              2
or4_4             1
a21oi_1           1
a21oi_2           1
clkbuf_1          1
nor2b_1           2
o21ai_0           6
nor3_1            5
nand3_2           1
and3_1            5
mux2i_1           2
dfrtn_1           4
and4b_1           1
nor2_2            1
## logic make-up after synthesis
kind of cell / after synthesis / share of synthesized area
compound gates: 11 / 0.0344
fa+ha+maj: 2 / 0.0125
mux: 8 / 0.0437
buf+inv: 13 / 0.0300
xor+xnor: 18 / 0.0787
simple gates: 72 / 0.201
flops: 48 / 0.600
## worst paths after layout
check | startpoint | end | slack (ns) | cells after the start
setup / recovery | CPU_RESET_n | led_btn_ctrl_0.key_n_reg[0] | 1.45 | 1
hold / removal | led_btn_ctrl_0.key_n_reg[2] | led_btn_ctrl_0.key_n_reg[2] | 0.32 | 1
setup reg to reg | clk_divider_0.cnt[0] | clk_divider_0.cnt[8] | 3.52 | 6
hold reg to reg | led_btn_ctrl_0.key_n_reg[2] | led_btn_ctrl_0.key_n_reg[2] | 0.32 | 1
max in group clk0 | clk_divider_0.cnt[0] | clk_divider_0.cnt[8] | 3.52 | 6
max in group clk1 | led_btn_ctrl_0.key_n_reg[1] | led_btn_ctrl_0.key_n_reg[1] | 4.80 | 1
min in group clk0 | clk_divider_0.cnt[23] | clk_divider_0.cnt[23] | 0.48 | 1
min in group asynchronous | CPU_RESET_n | clk_divider_0.clk_o_reg | 1.19 | 2
## metal layers
layer | GRT usage | vias up
met5 | 0 | -
met2 | 0.158 | 29
met1 | 0.175 | 603
met4 | 0.0139 | 0
li1 | - | 631
met3 | 0.0120 | 2
## report_power, final
group	switching (mW)	total (mW)	leakage (nW)	internal (mW)
clock	0.0561	0.109	0.0228	0.0527
combinational	0.00662	0.00734	0.373	0.000725
sequential	0	0.218	0.641	0.218
Power and IR drop assume default switching activity.
